<file path="./run.sh">
#!/bin/bash
# OpenROAD 26Q1-2900-gdf79404cd8, Yosys 0.63+post, stock flow scripts
make -C /OpenROAD-flow-scripts/flow DESIGN_CONFIG=/design/flow/config.mk WORK_HOME=/design/flow/orfs finish
</file>
<file path="./config.mk">
export PLATFORM = sky130hd
export DESIGN_NAME = top
export DESIGN_NICKNAME = top
export VERILOG_FILES = /design/flow/design.v
export SDC_FILE = /design/flow/constraint.sdc
export NUM_CORES = 4
export LEC_CHECK = 1
export CORE_AREA = 10 10 110 110
export DIE_AREA = 0 0 120 120
</file>
<file path="./constraint.sdc">
current_design top

set clk_period 1.7
set clk_io_pct 0.2

create_clock -name clk0 -period $clk_period [get_ports {clk}]

set non_clock_inputs [all_inputs -no_clocks]
set_input_delay [expr $clk_period * $clk_io_pct] -clock clk0 $non_clock_inputs
set_output_delay [expr $clk_period * $clk_io_pct] -clock clk0 [all_outputs]
</file>
<file path="./design.v">
module counter(
 input logic clk,
 input logic reset,
 input logic areset,
 output logic signal
);
logic [5:0]count;
always_ff@(posedge clk )begin
    if(areset || (reset && count<19))
        begin
            count = 0;
            signal =  0;
         end
    else if (~reset && count <19) begin
        count++;
        signal = 0;
     end else if(~reset && count >=19) begin
        count = 0;
        signal = 1;
     end else
        signal = 1;
end
endmodule
`timescale 1ns / 1ps
module top(
    input logic clk,
    input logic areset,
    input logic bump_left,
    input logic small_bump_left,
    input logic bump_right,
    input logic small_bump_right,
    input logic ground,
    input logic dig,
    output logic walk_left,
    output logic walk_right,
    output logic aah,
    output logic digging,
    output logic jumping
);
    parameter LEFT=0, RIGHT=1, FALLING_LEFT=2, FALLING_RIGHT=3, DIGGING_LEFT=4, DIGGING_RIGHT=5, SPLAT=6, JUMP_LEFT=7, JUMP_RIGHT=8;
    logic [3:0] state, next_state;
    logic splat_left, splat_right;
    counter count_left (
        .clk(clk),
        .reset(~(state == FALLING_LEFT)),
        .areset(areset),
        .signal(splat_left)
    );
    counter count_right (
        .clk(clk),
        .reset(~(state == FALLING_RIGHT)),
        .areset(areset),
        .signal(splat_right)
    );
    always_comb begin
        next_state = state;  
        case (state)
            LEFT: begin
                if (!ground)
                    next_state = FALLING_LEFT;
                else if (dig)
                    next_state = DIGGING_LEFT;
                else if (bump_left)
                    next_state = RIGHT;
                else if (small_bump_left)
                    next_state = JUMP_LEFT;
            end
            RIGHT: begin
                if (!ground)
                    next_state = FALLING_RIGHT;
                else if (dig)
                    next_state = DIGGING_RIGHT;
                else if (bump_right)
                    next_state = LEFT;
                else if (small_bump_right)
                    next_state = JUMP_RIGHT;
            end
            FALLING_LEFT: begin
                if (ground) begin
                    if (splat_left)
                        next_state = SPLAT;
                    else
                        next_state = LEFT;
                end
            end
            FALLING_RIGHT: begin
                if (ground) begin
                    if (splat_right)
                        next_state = SPLAT;
                    else
                        next_state = RIGHT;
                end
            end
            DIGGING_LEFT: begin
                if (!ground)
                    next_state = FALLING_LEFT;
            end
            DIGGING_RIGHT: begin
                if (!ground)
                    next_state = FALLING_RIGHT;
            end
            JUMP_LEFT: begin
                if (!ground)
                    next_state = FALLING_LEFT;
                else if (dig)
                    next_state = DIGGING_LEFT;
                else if (!small_bump_left)
                    next_state = LEFT;
            end
            JUMP_RIGHT: begin
                if (!ground)
                    next_state = FALLING_RIGHT;
                else if (dig)
                    next_state = DIGGING_RIGHT;
                else if (!small_bump_right)
                    next_state = RIGHT;
            end
            SPLAT: next_state = SPLAT;
        endcase
    end
    always_ff @(posedge clk or posedge areset) begin
        if (areset)
            state <= LEFT;
        else
            state <= next_state;
    end
    assign walk_left = (state == LEFT) && ~(state == SPLAT);
    assign walk_right = (state == RIGHT) && ~(state == SPLAT);
    assign aah = (state == FALLING_LEFT || state == FALLING_RIGHT) && ~(state == SPLAT);
    assign digging = (state == DIGGING_LEFT || state == DIGGING_RIGHT) && ~(state == SPLAT); 
    assign jumping = (state == JUMP_LEFT || state == JUMP_RIGHT) && ~(state == SPLAT);
endmodule
</file>
==> CHANGELOG.md <==
### Changed

- Final worst setup slack: 40.22 ps
- Commonest cells in the synthesized netlist: nor2_1 (18), dfxtp_1 (14), dfrtp_1 (8)
- Total GRT Usage: between 3 and 4%
- Root Driver: clkbuf_8
- Antenna cell count: 0
- Count leader, synth: nor2_1
- Mux area share: about 1.8%
- Post-synth EDFFs: 0
- Number of core rows: 36
- Post-DR vias/cell: approximately 3.4
- Yosys cell count: 118
- Area share, top type: about 26%
- Post-CTS Hold Buffers: 0
- H-tree levels: 1
- Pwr Total: around 1.1 mW
- Synthesis Warnings: 2
- Final min period: 1660 ps
- Pwr per Cell Area: 730.5 nW/um^2
- Tool warning count: 26
- Clock slew at the register clock pins of the worst setup and hold paths: about 80 ps
- Latency at later pin: 260 ps
- Routability cong.: slightly below 0.8
- Final hold viol count: 0
- CP required: ~1400 ps
- Area Growth Syn to Fin: 32.76%
- Global route total overflow: 0
- RSZ-0062 raised after global routing: yes
- Final setup violation count: 0
- Synth Area per Inst: 9.289 um^2
- Top area cell types: dfxtp_1 (26%), dfrtp_1 (18%), nor2_1 (6.2%)
- Synth async-reset ratio: 39.13%
- Vias in the first global route: 886
- Clock buffer depth: 2
- DRC errors left: 0
- Critical path arrival: 1320 ps
- Max Cap Viol: 0
- Yosys stat area: ~1100 um^2
- Tcrit/Tclk final: a little over nine tenths
- Largest area contributor in the netlist: dfxtp_1
- Post-synthesis sequential area ratio: 46.23%
- Post-Synthesis Cells: between 100 and 150
- Crit-path max FO: 6
- Synth Cell Area: 1096 um^2
- Max stage delay cell, worst path: dfrtp_2
- Crit path launch type: flip-flop
- Die Span X: around 120 um
- Port-buffer cells: 12
- WL/cell: roughly 8.5 um
- FMAX: 0.6025 GHz
- DPL Wire Length: around 1.7 mm
- Fin. max-slew vios: 0
- # IOs: 13
- Adder Share, Synth: ~2.3%
- Top logic family: simple AND/OR/NAND/NOR gates
- CP Class: flip-flop to output pin
- CTS tree: yes
- Worst hold path class: flip-flop to flip-flop
- Yosys simple share: between 20% and 30%
- CP cell instances: nor2_2, clkdlybuf4s50_1
- Die H: between 100 and 150 um
- Largest stage delay, worst path: around 470 ps
- Max IR drop VDD: around 0.00029 V
- Via count: roughly 900
- Die Footprint: about 14000 um^2
- Yosys xor share: less than 1%
- Clk sinks: 23
- Largest net degree at the start of global routing: 19
- Core Util at FP: roughly 11%
- Core area: 9774 um^2
- Leakage power: 0.5466 nW
- Place WS: between 200 and 250 ps
- Area fraction in compound gates: 16.44%
- Final wirelength: ~2.3 mm
- Filler instances: 1120
- First-pass GRT wire length: approximately 4.0 mm
- Slew Limit Headroom: about two thirds
- Clock Skew: roughly 8.3 ps
- 1st-pass router iterations: 4
- Crit path buffers/inverters: 1
- Status: complete, no violations
- DR iter-0 viols: 60
- Num CTS Buffers: 3
- Post-DRT Antenna Nets: 0
- Layout cells sized above 1: 13.33%
- Synthesized flop and latch total: 23
- Most used DFF post-synth: dfxtp_1
- Slew @ Worst Pin: about 470 ps
- Initial antenna violation count: 0
- Synth cell types: 36
- Critical path endpoint category: output pin
- Delay-heaviest family, CP: flip-flops
power by group:
group	internal [mW]	leakage [nW]	switching, mW
clock	0.163	0.0255	0.164
sequential	0.563	0.231	0.0177
combinational	0.0795	0.290	0.0757
total	0.806	0.547	0.257
layout make-up:
class	count	area (um^2)	area share, %
inverters	4	15.01	1.032
repair buffers	18	161.4	11.09
flip-flops and latches	23	508.0	34.91
clock inverters	1	5.005	0.3439
clock buffers	3	41.29	2.837
well taps	133	166.4	11.44
multi-input cells	86	558.0	38.35
layout by cell type, fill, tap and decap left out, types with 3 or more instances in the layout:
| master | Yosys | routed |
|---|---|---|
| nor2_1 | 18 | 15 |
| dfxtp_1 | 14 | 14 |
| clkdlybuf4s50_1 | 0 | 9 |
| a21oi_1 | 7 | 7 |
| nor3b_1 | 7 | 7 |
| dfrtp_1 | 8 | 7 |
| buf_4 | 1 | 6 |
| nand2_1 | 5 | 5 |
| o21a_1 | 5 | 5 |
| nand3_1 | 5 | 5 |
| inv_1 | 4 | 4 |
| o22ai_1 | 3 | 3 |
| nor2_2 | 0 | 3 |
| nor3_1 | 3 | 3 |
| a31oi_1 | 3 | 3 |
| clkbuf_8 | 0 | 3 |
| dlygate4sd2_1 | 0 | 3 |
through the flow:
| step | TNS, ps | instances | cell area, um^2 | util [%] | hold slack, ps |
|---|---|---|---|---|---|
| 4_1_cts | 0 | 267 | 1445 | 14.78 | 451.2 |
| 6_report | 0 | 268 | 1455 | 14.89 | 443.5 |
| 3_5_place_dp | 0 | 262 | 1389 | 14.21 | 429.6 |
| 5_1_grt | -6.409 | 268 | 1455 | 14.89 | 465.7 |
| 2_1_floorplan | 0 | 118 | 1096 | - | 373.0 |
| 3_3_place_gp | 0 | 262 | 1389 | 14.21 | 436.8 |
flip-flops by register name, summed over array words and instances, names as in the netlist:
signal              flops
count_right.count       6
state                   9
count_left.signal       1
count_right.signal      1
count_left.count        6
logic make-up after synthesis:
logic type | after synthesis
compound gates | 26
mux | 2
buf+inv | 9
simple gates | 55
fa+ha+maj | 2
xor+xnor | 1
flops | 23
metal layers:
layer  GRT usage (%)  up-vias  share of wire [%]
met5               0        -                  0
li1                -      461                  -
met1           4.366      426                 49
met4          0.4525        0                1.6
met2           5.089       10                 46
met3          0.9043        2                3.5
worst paths after layout:
check | from | end | slack (ps) | cells after the start
worst max register to register | count_left.count[0]$_SDFFE_PP0P_ | count_left.count[4]$_SDFFE_PP0P_ | 240 | 5
min in group asynchronous | areset | state[8]$_DFF_PP0_ | 530 | 3
worst max-delay path | state[4]$_DFF_PP0_ | jumping | 40 | 2
max in group asynchronous | areset | state[0]$_DFF_PP1_ | 870 | 3
worst min-delay path | count_right.signal$_SDFF_PP0_ | state[5]$_DFF_PP0_ | 440 | 1
worst min register to register | count_right.signal$_SDFF_PP0_ | state[5]$_DFF_PP0_ | 440 | 1
worst register-to-register path: cells and delay by family (launching register included):
| family | cells | cell delay, ps |
|---|---|---|
| flops | 1 | 340 |
| fa+ha+maj | 1 | 270 |
| simple gates | 2 | 580 |
| compound gates | 2 | 220 |
repair_timing:
item	CTS	global route
setup buffers	1	1
resized	6	1
pin swaps	0	1
setup endpoints to repair	5	2
Power and IR drop assume default switching activity.
